--- flow/design.v ---
module clock_divider2 
#(parameter INIT=0)
(
  input clk_in,
  output reg clk_out = 0
);
parameter SIZE = 27; 
parameter LIMIT = 27'd100000000;
reg [SIZE-1:0] count = INIT;
always@(posedge clk_in)
begin
  if(count == LIMIT)
  begin
    count <= 0;
    clk_out <= ~clk_out;
  end
  else
  begin
    count <= count + 1;
  end
end
endmodule
--- flow/run.sh ---
#!/bin/bash
# OpenROAD 26Q1-2900-gdf79404cd8, Yosys 0.63+post, stock flow scripts
make -C /OpenROAD-flow-scripts/flow DESIGN_CONFIG=/design/flow/config.mk WORK_HOME=/design/flow/orfs finish
--- flow/config.mk ---
export PLATFORM = sky130hd
export DESIGN_NAME = clock_divider2
export DESIGN_NICKNAME = clock_divider2
export VERILOG_FILES = /design/flow/design.v
export SDC_FILE = /design/flow/constraint.sdc
export NUM_CORES = 4
export LEC_CHECK = 1
export CORE_AREA = 10 10 112 112
export DIE_AREA = 0 0 122 122
--- flow/constraint.sdc ---
current_design clock_divider2

set clk_period 5.8
set clk_io_pct 0.2

create_clock -name clk0 -period $clk_period [get_ports {clk_in}]

set non_clock_inputs [all_inputs -no_clocks]
set_input_delay [expr $clk_period * $clk_io_pct] -clock clk0 $non_clock_inputs
set_output_delay [expr $clk_period * $clk_io_pct] -clock clk0 [all_outputs]
==> flow_summary_export.csv <==
group,metric,value,unit
outcome,run_status,"finished, final reports clean",
clocking,htreeDepth,1,
critical_path,worstPathMaxFanout,2,
route,wl_per_cell,8.055,um
route,dr.first_iter.drc_count,62,
final_timing,worst_pin_slew,324.9,ps
route,ant_nets,0,
logic_synthesis,syn-cell-area,1244,um^2
logic_synthesis,avgSynthCellArea,9.351,um^2
final_timing,fin_tns_setup,0,ps
die,fp.dieH,122,um
layout,layout_top_cell,"dfxtp_1",
clocking,clockRootBuffer,"clkbuf_8",
route,drcViolationCount,0,
critical_path,slowest_delay,480,ps
logic_synthesis,async_flop_share,0,
clocking,clk_latency,270,ps
final_timing,setup_viol,0,
global_routing,grt_use_met2,0.04172,
logic_synthesis,ys_ff,28,
die,die_w,122,um
global_routing,antenna_found_initial,0,
logic_synthesis,ys_area,1244,um^2
global_routing,grt_overflow,0,
route,antenna_cells_inserted,0,
die,core.rowCount,37,
power_and_ir_drop,p_per_area,211.2,nW/um^2
layout,drive_gt1_frac,0.07353,
final_timing,slew_viol_final,0,
power_and_ir_drop,p_clk_frac,0.379,
logic_synthesis,synth_cells,133,
power_and_ir_drop,p_int,253.7,uW
place,dp_hpwl,1.585,mm
logic_synthesis,edf_count,1,
final_timing,hold_viol_final,0,
die,initCoreUtil,0.1216,
place,port_buffers,1,
hold_path,hp-class,"flop to flop",
power_and_ir_drop,p_switching,57.01,uW
global_routing,grt_first_pass_wirelength,3.912,mm
critical_path,critical_path_class,"flop to output pin",
final_timing,period_minus_slack,2257,ps
power_and_ir_drop,sw_frac_of_total,0.1835,
global_routing,grt_max_degree,18,
route,routed_via_density,3.426,
clocking,cts-buffers-inserted,3,
logic_synthesis,synthTopCellsByArea,"dfxtp_1 (43%), xnor2_1 (11%), nor2_1 (5.1%)",
global_routing,grt_use_met1,0.04789,
critical_path,critical-path-top-delay-family,"buffers and inverters",
clocking,numClockSinks,28,
die,design.portCount,2,
global_routing,grt_pass1_vias,825,
place,place.gp.congestion,0.8042,
final_timing,skew,2.370,ps
critical_path,cp_num_buf_inv,1,
logic_synthesis,top_area_cell,"dfxtp_1",
global_routing,grt_use_total,0.03064,
critical_path,critPathRequiredTime,4640,ps
logic_synthesis,yosysWarnings,1,
die,coreArea,10230,um^2
global_routing,busiest_layer,"met1",
power_and_ir_drop,power_frac_seq,0.621,
route,drt-total-wl,2.191,mm
final_timing,finalClockPeriodUsage,0.3892,
critical_path,crit_path_end_kind,"output pin",
critical_path,path_cells,"clkdlybuf4s50_1",
layout,stdcell_count,272,
critical_path,cp-start-kind,"flop",
logic_synthesis,yosysTopAreaCellShare,0.4346,
logic_synthesis,synth-main-ff-cell,"dfxtp_1",
critical_path,worstPathArrival,1100,ps
final_timing,rsz0062_at_grt,"no",
layout,most-common-layout-cells,"dfxtp_1 (27), nor2_1 (17), xnor2_1 (15)",
power_and_ir_drop,ir_worst_vdd,90.90,uV
logic_synthesis,ys_seq_frac,0.4588,
power_and_ir_drop,p_leak,0.4431,nW
clocking,cts_resized,0,
job,log.warning_count,26,
critical_path,r2r_slack,3770,ps
clocking,clkTransAtPathRegs,90,ps
clocking,cts_tree,"built",
die,die_area,14880,um^2
route,drt-pass1-iter-count,4,
critical_path,worst_path_max_delay_cell,"clkdlybuf4s50_1",
logic_synthesis,ys_cells,133,
clocking,post_cts_buffers,0,
clocking,cts_buffer_depth,2,
place,dpl.cell_count,268,
power_and_ir_drop,power,310.7,uW
final_timing,whs,489.7,ps
final_timing,maxSlewHeadroom,0.7814,
logic_synthesis,yosys.cell_types.count,31,
route,dr_total_vias,932,
layout,syn_to_final_growth,18.31,%
clocking,cts_hold_buf,0,
global_routing,met3_usage,0.01033,
final_timing,fmax,443.0,MHz
power_and_ir_drop,combPwrFrac,0,
job,timing.max_cap.violations,0,
-- through the flow --
step / instance area, um^2 / util / setup slack (ps)
CTS: 1471 / 0.1438 / 3520
floorplan: 1244 / - / 3870
global placement: 1416 / 0.1384 / 3820
detailed placement: 1416 / 0.1384 / 3804
finish: 1471 / 0.1438 / 3543
global route: 1471 / 0.1438 / 3476
-- logic make-up (layout without fill, tap and decap cells) --
family,count (synthesis),count (layout),share of synthesized area
and+or+nand+nor,69,69,0.3189
buffers and inverters,8,11,0.02716
muxes,2,2,0.01811
AOI/OAI and AO/OA,4,4,0.01609
adders and majority gates,2,2,0.02012
xor gates and xnor gates,20,20,0.1408
DFF,28,28,0.4588
-- final cells by class --
type,instances,area [um^2]
Clock buffer,4,55.05
Sequential cell,28,570.5
Tap cell,136,170.2
Multi-Input combinational cell,97,639.4
Inverter,5,18.77
Fill cell,1134,8760
Timing Repair Buffer,2,17.52
-- synth_stat cells, types with 2 or more instances --
| master | number |
|---|---|
| nand3b_1 | 2 |
| o21ai_0 | 2 |
| and3_1 | 2 |
| nor2_1 | 17 |
| nand2_1 | 8 |
| ha_1 | 2 |
| and4_1 | 6 |
| nand3_1 | 7 |
| buf_2 | 3 |
| dfxtp_1 | 27 |
| xnor2_1 | 15 |
| nor4_1 | 2 |
| nor4b_1 | 2 |
| nor3_1 | 4 |
| inv_1 | 5 |
| or3_1 | 2 |
| xor2_1 | 5 |
| nand4_1 | 9 |
-- sequential cells by signal (all words and copies together) (netlist names) --
register,count
clk_out,1
count,27
-- layer usage --
layer / part of all wire / routed length, um
met5: 0 / 0
met4: 0 / 0
met3: 0.058 / 128
met2: 0.40 / 878
met1: 0.54 / 1185
-- path summary, 6_finish.rpt --
check | endpoint | from | cells past startpoint
max | clk_out | clk_out | 1
max reg2reg | count[25] | count[2] | 5
min reg2reg | count[0] | count[0] | 1
min | count[0] | count[0] | 1
-- power by group through the flow --
stage	Combinational [mW]	Sequential (mW)	Clock, mW
finish	0.000000185	0.193	0.118
CTS	0.000000185	0.193	0.122
global route	0.000000185	0.193	0.128
Power is estimated from default activity; no workload was simulated.
