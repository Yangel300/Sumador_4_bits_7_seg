==> flow/design.v <==
module DR
#(
    parameter Default = 1'b0
)
(
   input Set,
   input J,
   input C,
   input K,
   input Clr,
   output Q,
   output Q1
);
    reg state;
    assign Q = state;
    assign Q1 = ~state;
    always @ (posedge C or posedge Clr or posedge Set) begin
        if (Set)
            state <= 1'b1;
        else if (Clr)
            state <= 1'b0;
        else if (~J & K)
            state <= 1'b0;
        else if (J & ~K)
            state <= 1'b1;
        else if (J & K)
            state <= ~state;
    end
    initial begin
        state = Default;
    end
endmodule
module DRContador (
  input JK, Clo, Clr,
  output Q, Q_1, Q_2, Q_3, Q_4, Q_5, Q_6, Q_7, Q_8, Q_9, Q_10
);
    wire Cable_jk;
    wire Q_to_C;
    wire Q_to_C1;
    wire Q_to_C2;
    wire Q_to_C3;
    wire Q_to_C4;
    wire Q_to_C5;
    wire Q_to_C6;
    wire Q_to_C7;
    wire Q_to_C8;
    wire Q_to_C9;
    wire Set;
DR DR1(Set , Cable_jk, Clo, Cable_jk, Clr, Q, Q_to_C);
DR DR2(Set , Cable_jk, Q_to_C, Cable_jk, Clr, Q_1, Q_to_C1);
DR DR3(Set , Cable_jk, Q_to_C1, Cable_jk, Clr, Q_2, Q_to_C2);
DR DR4(Set , Cable_jk, Q_to_C2, Cable_jk, Clr, Q_3, Q_to_C3);
DR DR5(Set , Cable_jk, Q_to_C3, Cable_jk, Clr, Q_4, Q_to_C4);
DR DR6(Set , Cable_jk, Q_to_C4, Cable_jk, Clr, Q_5, Q_to_C5);
DR DR7(Set , Cable_jk, Q_to_C5, Cable_jk, Clr, Q_6, Q_to_C6);
DR DR8(Set , Cable_jk, Q_to_C6, Cable_jk, Clr, Q_7, Q_to_C7);
DR DR9(Set , Cable_jk, Q_to_C7, Cable_jk, Clr, Q_8, Q_to_C8);
DR DR10(Set , Cable_jk, Q_to_C8, Cable_jk, Clr, Q_9, Q_to_C9);
DR DR11(Set , Cable_jk, Q_to_C9, Cable_jk, Clr, Q_10, );
assign Cable_jk=JK;
assign Set = 1'b0;
endmodule
==> flow/run.sh <==
#!/bin/bash
# OpenROAD 26Q1-2900-gdf79404cd8, Yosys 0.63+post, stock flow scripts
make -C /OpenROAD-flow-scripts/flow DESIGN_CONFIG=/design/flow/config.mk WORK_HOME=/design/flow/orfs finish
==> flow/config.mk <==
export PLATFORM = sky130hd
export DESIGN_NAME = DRContador
export DESIGN_NICKNAME = DRContador
export VERILOG_FILES = /design/flow/design.v
export SDC_FILE = /design/flow/constraint.sdc
export NUM_CORES = 4
export LEC_CHECK = 1
export CORE_AREA = 10 10 75 75
export DIE_AREA = 0 0 85 85
==> flow/constraint.sdc <==
current_design DRContador

set clk_period 1.0
set clk_io_pct 0.2

create_clock -name clk0 -period $clk_period [get_ports {Clo}]

set non_clock_inputs [all_inputs -no_clocks]
set_input_delay [expr $clk_period * $clk_io_pct] -clock clk0 $non_clock_inputs
set_output_delay [expr $clk_period * $clk_io_pct] -clock clk0 [all_outputs]
==> impl_metrics.env <==
# physical design summary
export IMPL_yosysWarnings=2
export IMPL_wl_um=789
export IMPL_drive_above_1_share_pct=5.26
export IMPL_fin_util_pct=14.3
export IMPL_cts_setup_buffers=0
export IMPL_cp_slowest_stage_delay_ns=0.37
export IMPL_top_logic_kind="XOR/XNOR gates"
export IMPL_crit_start="DR1.state"
export IMPL_internal_power_mw=0.211
export IMPL_firstDrtPassIters=2
export IMPL_synthCells=24
export IMPL_antenna_cells=0
export IMPL_ys_flops=11
export IMPL_clkLatencyLatePin_ns=0
export IMPL_r2r_cells=1
export IMPL_io_pins=14
export IMPL_critical_path_class="reg2out"
export IMPL_synth_cell_types=5
export IMPL_path_clk_slew_ns=0
export IMPL_maxCapViolCount=0
export IMPL_synth_avg_cell_area_sq_um=16.1
export IMPL_warning_count=28
export IMPL_most_common_cell="xor2_1"
export IMPL_cp_end_kind="output port"
export IMPL_antenna_found_initial=0
export IMPL_ys_sh_mux_pct=0
export IMPL_rsz0062_at_grt="no"
export IMPL_switching_share_pct=27.6
export IMPL_post_cts_resize_count=2
export IMPL_yosysChipArea_sq_um=387
export IMPL_compound_area_share_pct=0
export IMPL_setup_viol=0
export IMPL_drt_iter0_drc=2
export IMPL_gp_congestion=0.681
export IMPL_instances_no_fill=88
export IMPL_unclocked_pins=10
export IMPL_p_switching_mw=0.0803
export IMPL_portBuffers=13
export IMPL_vias_per_cell=2.50
export IMPL_unconstrained_endpoints=20
export IMPL_r2r_end="DR1.state"
export IMPL_hold_path_class="in2async"
export IMPL_peakVddDrop_uv=454
export IMPL_synth_area_top_cells="dfrtn_1 (65%), xor2_1 (25%), dfrtp_1 (6.5%)"
export IMPL_finClkSkew_ns=0
export IMPL_crit_chain="dlygate4sd2_1"
export IMPL_synth_stat_cells=24
export IMPL_critPathCapture="Q"
export IMPL_path_buffers=1
export IMPL_fmax_mhz=1210
export IMPL_cp_data_arrival_time_ns=0.62
export IMPL_drt_wirelength_per_cell_um=8.97
export IMPL_ant_nets=0
export IMPL_holdBufCountCts=0
export IMPL_core_sq_um=4060
export IMPL_power_mw=0.291
export IMPL_nFillCells=440
export IMPL_dp_cells=88
export IMPL_ys_top_cells_by_count="xor2_1 (11), dfrtn_1 (10), buf_6 (1), dfrtp_1 (1), inv_1 (1)"
export IMPL_p_leak_nw=0.244
export IMPL_tightestPinTransition_ns=0.165
export IMPL_outcome="complete, no violations"
export IMPL_yosys_most_used_dff="dfrtn_1"
export IMPL_min_period_ns=0.824
export IMPL_path_depth=1
export IMPL_period_used_pct=82.4
export IMPL_hold_viol=0
export IMPL_r2r_slack_ns=0.35
export IMPL_slew_headroom_pct=89.0
export IMPL_p_clk_share_pct=0
export IMPL_cp_max_fo=3
export IMPL_synthToLayoutAreaGrowth_pct=50.2
export IMPL_synth_seq_share_pct=71.2
export IMPL_p_per_area_nw_per_um2=502
export IMPL_fp_dieW_um=85
export IMPL_netlist_area_sq_um=387
export IMPL_cpMaxStageDelayCell="dfrtp_1"
export IMPL_pwr_share_comb_pct=44.6
export IMPL_start_kind="register"
export IMPL_fp_util_pct=9.53
export IMPL_report_final_slew_viol_count=0
export IMPL_drc=0
export IMPL_pwr_share_seq_pct=55.4
export IMPL_adder_share_pct=0
export IMPL_edf_count=0
export IMPL_grt_pass1_wl_um=1380
export IMPL_cp_data_required_time_ns=0.80
export IMPL_grt_max_degree=11
export IMPL_top_area_share_pct=64.7
export IMPL_place_area_sq_um=583
export IMPL_via_count=220
export IMPL_yosys_area_share_simple_pct=0
export IMPL_fin_area_sq_um=581
export IMPL_grt_use_total_pct=2.24
export IMPL_grt_pass1_vias=236
export IMPL_chipHeight_um=85
export IMPL_ys_sh_xor_pct=24.9
export IMPL_placementRows=23
export IMPL_path_delay_family="flip-flops"
export IMPL_reg2reg_from="DR1.state"
export IMPL_grt_ovfl_total=0
export IMPL_dieArea_sq_um=7230
export IMPL_synth_area_leader_cell="dfrtn_1"
export IMPL_synthArstFlopShare_pct=100
-- worst min-delay path by stage --
| stage | from | end | slack (ns) | cells after the start |
|---|---|---|---|---|
| 5_1_grt | Clr | DR1.state | 0.40 | 2 |
| 4_1_cts | Clr | DR1.state | 0.38 | 2 |
| 6_report | Clr | DR1.state | 0.37 | 2 |
-- power by group through the flow --
stage     clock (mW)  combinational (mW)  sequential (mW)
6_report           0               0.130            0.161
4_1_cts            0               0.136            0.162
5_1_grt            0               0.152            0.168
-- through the flow --
step | setup slack (ns) | TNS, ns | hold WS (ns)
after floorplan | 0.389 | 0 | 0.0523
after global placement | -0.0366 | -0.0428 | 0.378
after detailed placement | -0.0450 | -0.0450 | 0.377
after CTS | 0.164 | 0 | 0.384
after global routing | 0.150 | 0 | 0.396
final | 0.176 | 0 | 0.372
-- flip-flops by register name, summed over array words and instances, names as in the netlist --
| register | count |
|---|---|
| DR3.state | 1 |
| DR10.state | 1 |
| DR11.state | 1 |
| DR5.state | 1 |
| DR4.state | 1 |
| DR1.state | 1 |
| DR7.state | 1 |
| DR2.state | 1 |
| DR8.state | 1 |
| DR9.state | 1 |
| DR6.state | 1 |
-- layout make-up --
type                    count  area, sq um  area share [%]
well taps                  50         62.6            10.8
multi-input cells          11         96.3            16.6
repair buffers             15          143            24.6
flip-flops and latches     11          275            47.4
inverters                   1         3.75           0.647
-- layer usage --
layer	up-vias	track usage, %	part of all wire (%)
met2	13	2.38	29
met1	107	4.09	61
met3	0	0.674	9.8
met4	0	0	0
li1	100	-	-
met5	-	0	0
-- cells by family (layout without fill, tap and decap cells) --
group / after synthesis / in the layout
buf+inv: 2 / 16
xor+xnor: 11 / 11
flops: 11 / 11
-- cells in the final DEF, fill, tap and decap left out --
master           instances
inv_1                    1
xor2_1                  11
clkdlybuf4s50_1         11
buf_4                    2
dfrtn_1                 10
dlygate4sd2_1            2
dfrtp_1                  1
No activity file was given, so power comes from the tool's default toggle rates.
