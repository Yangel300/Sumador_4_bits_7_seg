--- /design/flow/design.v ---
module compar (
  input A,
  input B,
  input C,
  input D,
  input E,
  input F,
  input G,
  input H,
  input I,
  input J,
  input K,
  output Y,
  output X,
  output W,
  output V,
  output U,
  output T
);
  wire s0;
  wire s1;
  wire s2;
  wire s3;
  wire s4;
  wire s5;
  wire s6;
  wire s7;
  wire s8;
  wire s9;
  wire s10;
  assign U = ((A & C & D & F & G & J) | (A & C & D & F & G & I) | (A & C & D & F & G & H) | (A & C & D & E) | (A & B));
  assign s0 = ~ A;
  assign s9 = ~ B;
  assign s1 = ~ C;
  assign s2 = ~ D;
  assign s10 = ~ E;
  assign s3 = ~ F;
  assign s4 = ~ G;
  assign s5 = ~ H;
  assign s8 = ~ I;
  assign s7 = ~ J;
  assign s6 = ~ K;
  assign Y = ((s0 & B & s1 & s2 & s3 & s4 & s5 & s6) | (s0 & B & s1 & s2 & s3 & s4 & s5 & s7) | (s0 & B & s1 & s2 & s3 & s4 & s5 & s8) | (s0 & s9 & C & F & I) | (s0 & s9 & C & F & H) | (s0 & s9 & C & F & G) | (s0 & B & s1 & s2 & s10) | (s0 & s9 & C & E) | (s0 & s9 & C & D));
  assign X = ((s0 & B & s2 & E & s4 & s5 & I & J & K) | (s0 & B & s2 & E & s4 & H & s8 & s6) | (s0 & B & s2 & E & s4 & H & s8 & s7) | (s0 & B & C & s2 & s4 & s5) | (s0 & B & s2 & E & s3 & H) | (s0 & B & s2 & E & s3 & G) | (s0 & B & s1 & E & F) | (s0 & B & C & s2 & s10) | (s0 & B & s1 & D));
  assign W = ((s0 & B & C & E & F & H & J & K) | (A & s9 & s1 & s10 & s3 & s4 & s7) | (s0 & B & C & E & F & H & I) | (A & s9 & s1 & s10 & s3 & s4 & s8) | (A & s9 & s1 & s10 & s3 & s4 & s5) | (s0 & B & C & E & F & G) | (s0 & B & C & D) | (A & s9 & s1 & s2));
  assign V = ((A & s9 & D & s10 & s4 & H & I & J) | (A & s9 & D & s10 & G & s5 & s8 & s7) | (A & s9 & D & s10 & F & s4) | (A & s9 & s1 & D & G) | (A & s9 & C & s10 & s3) | (A & s9 & s1 & D & E) | (A & s9 & C & s2));
  assign T = ((s0 & s9 & s2 & s10 & s4 & s5 & s8 & K) | (s0 & s9 & s2 & s10 & s4 & s5 & s8 & J) | (s0 & s9 & s2 & s10 & F & s4 & s5 & s8) | (s0 & s9 & C & s2 & s10 & s3) | (s0 & s9 & s1 & I) | (s0 & s9 & s1 & H) | (s0 & s9 & s1 & G) | (s0 & s9 & s1 & E) | (s0 & s9 & s1 & D));
endmodule
--- /design/flow/run.sh ---
#!/bin/bash
# OpenROAD 26Q1-2900-gdf79404cd8, Yosys 0.63+post, stock flow scripts
make -C /OpenROAD-flow-scripts/flow DESIGN_CONFIG=/design/flow/config.mk WORK_HOME=/design/flow/orfs finish
--- /design/flow/config.mk ---
export PLATFORM = sky130hd
export DESIGN_NAME = compar
export DESIGN_NICKNAME = compar
export VERILOG_FILES = /design/flow/design.v
export SDC_FILE = /design/flow/constraint.sdc
export NUM_CORES = 4
export LEC_CHECK = 1
export CORE_AREA = 10 10 70 70
export DIE_AREA = 0 0 80 80
--- /design/flow/constraint.sdc ---
current_design compar

set clk_period 2.6
set clk_io_pct 0.2

create_clock -name clk0 -period $clk_period

set non_clock_inputs [all_inputs -no_clocks]
set_input_delay [expr $clk_period * $clk_io_pct] -clock clk0 $non_clock_inputs
set_output_delay [expr $clk_period * $clk_io_pct] -clock clk0 [all_outputs]
==> impl_metrics.ini <==
; generated from flow reports
[routing]
diodes = 0
drt_pass1_iterations = 4
drt_wl_total_um = 1370
antenna_left = 0
drc = 0
vias = 487
viasPerCell = 3.87
wl_per_cell_um = 10.9
drt-initial-drc-count = 32

[critical_path]
max_stage_delay_ns = 0.48
path_class = in2out
start_kind = input port
crit_path_cell_trace = dlygate4sd2_1 -> or3_4 -> a21oi_4 -> a32oi_1 -> nor2_1 -> clkdlybuf4s50_1
cp.required_ns = 2.08
cpMaxStageDelayCell = clkdlybuf4s50_1
crit_path_end_kind = output port
critPathArrivalTime_ns = 1.98
path_max_fanout = 2

[floorplanning]
floorplan.core_util = 0.0857
rows = 21
die_x_um = 80
io-pin-count = 17
die_h_um = 80
dieArea_um2 = 6400
coreArea_um2 = 3420

[yosys]
top_cell = nor2_1
yosys-stat-cells = 48
ys_warn_count = 0
ys_types = 28
syn_area_per_cell_um2 = 6.10
top_cells_by_count = nor2_1 (7), nand2_1 (5), a21oi_1 (4)
netlist_area_um2 = 293
top_cell_area_share = 0.0897
area_leaders = nor2_1 (9.0%), a21oi_1 (6.8%), nand2_1 (6.4%), o21ai_0 (5.1%), a211oi_1 (5.1%)
postSynthSeqShare = 0
largest_area_cell = nor2_1
syn_inst = 48
ys_chip_area_um2 = 293

[final_layout]
postLayoutCellArea_um2 = 678
clkbuf_count = 0
seq_cell_count = 0
comb_area_um2 = 310
ff_latch_area_um2 = 0
fin_util = 0.199
fillers = 384
syn_to_final_growth_pct = 132
final_cells = 126
drive_gt1_frac = 0.363

[grt]
grtUsageTotal = 0.0406
grt_max_degree = 9
antenna_found_initial = 0
grt_pass1_wl_um = 2180
grt_pass1_vias = 471
grt-ovfl-total = 0

[place]
port_buffers = 17
place_inst = 124
dp_slack_ns = -0.363
dpl.hpwl_um = 1090
gp_congestion = 0.839
placed_area_um2 = 617

[final_timing]
setup_ws_ns = 0.0952
hold_viol_final = 0
fmax_mhz = 399
finalClockPeriodUsage = 0.963
rsz0062_at_grt = no
setup_viol = 0
finalMaxSlewViolations = 0
tightest_slew_ns = 0.268
relSlewSlack = 0.819
holdWs_ns = 1.55
period_needed_ns = 2.50

[outcome]
outcome = finished clean

[clock_tree]
postCtsHoldBufs = 0

[power_and_ir_drop]
ir_drop_uv = 19.7
p_leak_nw = 0.310
powerDensity_nw_per_um2 = 132

[min_path]
hp-class = in2out

[run]
cap_violations = 0
warnings = 32
## routing by layer
| layer | up-vias | track usage | routed length [um] |
|---|---|---|---|
| met1 | 228 | 0.0541 | 644 |
| li1 | 250 | - | - |
| met4 | 0 | 0 | 0 |
| met5 | - | 0 | 0 |
| met3 | 0 | 0.00455 | 54 |
| met2 | 9 | 0.0722 | 674 |
## path summary, 6_finish.rpt
| kind | start | to | cells after the start |
|---|---|---|---|
| min | B | Y | 4 |
| max | J | V | 6 |
## critical path, delay by kind of cell
kind	cells	cell delay, ns
buf+inv	2	0.73
compound gates	2	0.24
simple gates	2	0.50
## report_power, final
part / internal [W] / total, W / leakage [nW] / switching [W]
Combinational: 0.0000503 / 0.0000898 / 0.310 / 0.0000395
Sequential: 0 / 0 / 0 / 0
Clock: 0 / 0 / 0 / 0
## final cells by class
type,instances,share of cell area
Tap cell,46,0.0849
Timing Repair Buffer,34,0.441
Multi-Input combinational cell,43,0.458
Inverter,3,0.0166
## cell families (layout without fill, tap and decap cells)
kind of cell / Yosys count / count (layout) / share of synthesized area
AND/OR/NAND/NOR: 22 / 22 / 0.393
AND-OR/OR-AND: 21 / 21 / 0.513
buffers and inverters: 5 / 37 / 0.0940
## through the flow
step	total power [W]	TNS, ns
global route	0.0000979	0
detailed placement	0.0000842	-1.39
CTS	0.0000858	0
floorplan	0.0000291	0
global placement	0.0000852	-1.53
finish	0.0000898	0
## placed cells by master, fill, tap and decap left out, types with 2 or more instances in the layout
master / count
dlymetal6s2s_1: 4
clkdlybuf4s50_1: 4
dlygate4sd2_1: 6
nand3_1: 2
a21oi_1: 3
nand2_1: 5
inv_1: 2
clkdlybuf4s15_1: 2
nor2_1: 6
o21ai_1: 2
buf_4: 16
## repair_timing
item	CTS	global route
setup endpoints to repair	6	4
setup buffers	2	0
pin swaps	7	5
gates cloned	0	0
gates resized	15	14
Power is estimated from default activity; no workload was simulated.
